`config.mk`:
```
export PLATFORM = sky130hd
export DESIGN_NAME = Generic_Barrel_Shifter
export DESIGN_NICKNAME = Generic_Barrel_Shifter
export VERILOG_FILES = /design/flow/design.v
export SDC_FILE = /design/flow/constraint.sdc
export NUM_CORES = 4
export LEC_CHECK = 1
export CORE_AREA = 10 10 70 70
export DIE_AREA = 0 0 80 80
```
`constraint.sdc`:
```
current_design Generic_Barrel_Shifter

set clk_period 1.5
set clk_io_pct 0.2

create_clock -name clk0 -period $clk_period

set non_clock_inputs [all_inputs -no_clocks]
set_input_delay [expr $clk_period * $clk_io_pct] -clock clk0 $non_clock_inputs
set_output_delay [expr $clk_period * $clk_io_pct] -clock clk0 [all_outputs]
```
`design.v`:
```
module Generic_Barrel_Shifter #(parameter WIDTH = 8)(in,out,shft);
input [WIDTH-1 : 0] in;
input [ ($clog2(WIDTH))-1 : 0] shft;
output [WIDTH-1:0] out;
wire [WIDTH-1:0] intermediate_stages [0:$clog2(WIDTH)-1];
genvar i;
generate
  for (i = 0; i < $clog2(WIDTH); i = i + 1) begin
    if(i==0) begin
      assign intermediate_stages[i] = shft[i] ? in << 1 : in;
    end
    else begin
      assign intermediate_stages[i] = shft[i] ? (intermediate_stages[i-1] << (1<<i)) : intermediate_stages[i-1];
    end
  end
endgenerate
assign out = intermediate_stages[($clog2(WIDTH))-1];
endmodule
module tb_gen;
reg [7:0] in = 8'b1001_1101;
reg [2:0] shft =3'b111;
wire [7:0] out;
Generic_Barrel_Shifter #(.WIDTH(8)) uut (in,out,shft);
initial begin
   $dumpfile("Generic_Barrel_Shifter.vcd");
   $dumpvars(0,tb_gen);
end
endmodule
```
`run.sh`:
```
#!/bin/bash
# OpenROAD 26Q1-2900-gdf79404cd8, Yosys 0.63+post, stock flow scripts
make -C /OpenROAD-flow-scripts/flow DESIGN_CONFIG=/design/flow/config.mk WORK_HOME=/design/flow/orfs finish
```
==> results_slide.txt <==
Flow Results at a Glance

Min path
  • Hold Crit Class: in2out
  • Hold Path Cell Cnt: 3

Power
  • Clock Power Share: 0%
  • Logic pwr share: around 100%
  • Pint: around 0.000096 W
  • P_sw: 0.0000540 W
  • Seq pwr share: 0%
  • Worst vdd ir: between 30 and 40 µV
  • Final Power: around 0.00015 W
  • PD cells: around 260 nW/µm²
  • Pleak: between 0.2 and 0.3 nW
  • Switch share: between 30% and 40%

Setup path
  • Critical Path Sink Type: output port
  • CP arrival: 1.40 ns
  • Critical Path Fanout Max: 6
  • Critical path class: in2out
  • Crit path DRT: between 1 and 1.5 ns
  • CP startpoint kind: input port

Logic synthesis
  • Post-Syn Instances: 28
  • Distinct cells, synth: 17
  • Yosys stat cell total: 28
  • Top cells by area: mux2i_1, mux2_4, mux4_2
  • Most common cell in the netlist: mux2i_1
  • Synth mux share: 59.4%
  • Xor/xnor share of the synthesized area: 0%
  • Synth Cell Area: around 270 µm²
  • Max-area cell share: about 18%
  • Post-synth top area cell: mux2i_1
  • Area fraction in compound gates: about 16%
  • Adder share: 0%
  • Register area share after synthesis: 0%
  • Synth Area per Inst: between 9 and 10 µm²
  • Dominant combinational family: multiplexers
  • Simple Share, Synth: approximately 17%
  • Yosys synthesis chip area: roughly 270 µm²
  • Yosys warnings: 1
  • Synth cell count leaders: mux2i_1, mux2_4

Outcome
  • Failing checks: setup timing
  • Status: finished, violations left

Place
  • Placed insts: just under 100
  • DP HPWL: roughly 900 µm
  • Routability congestion estimate: ~0.70
  • # port buffers: 19
  • Place WS: -0.947 ns

STA
  • Count of final max-slew check failures: 0
  • RSZ-0062 raised after global routing: yes
  • Final Setup Violations: 3
  • Worst slew margin: between 80% and 90%
  • Min Tclk post-route: ~1.7 ns
  • Hold Vio Cnt, Final: 0
  • FMAX: between 500 and 600 MHz
  • Least-Margin Pin Slew: approximately 0.23 ns
  • Setup TNS: -0.467 ns
  • Setup ws final: -0.200 ns
  • Post-layout period usage: 113%

Floorplan
  • Die Span Y: about 80 µm
  • Core area: approximately 3400 µm²
  • FP Util: 8.02%
  • Die W: 80 µm
  • Row cnt: 21
  • Die Area: ~6400 µm²
  • IO Pins: 19

Finish
  • Clkbuf count: 0
  • Layout Area Growth over Synthesis: 109%
  • Share of cells above drive strength 1: between 60 and 70%
  • Final core utilization: 16.8%
  • Register Area: 0 µm²
  • Flops: 0
  • Non-filler cells, final: 100

Detailed routing
  • Via count: around 330
  • First-pass DRT Iterations: 3
  • DR iter-0 viols: 16
  • ANT nets after route: 0
  • DR DRC count: 0
  • Vias per inst: between 3 and 4
  • Avg WL per Cell: around 11 µm
  • WL final: about 1100 µm

Global route
  • Total gr overflow: 0
  • Largest net degree at the start of global routing: 9
  • Global Route Usage Sum: 3.22%
  • Vias in the first global route: ~330
  • First-pass GRT wire length: 1650 µm
  • Initial antenna violation count: 1

Clock network
  • Post-CTS Setup Bufs: 0

Flow run
  • Tool Warnings: 34
  • Max Cap Violations: 0
## area by class of cell
class	count	area, µm²
Fill cell	383	2840
Timing Repair Buffer	28	223
Multi-Input combinational cell	25	290
Tap cell	46	57.6
Antenna cell	1	2.50
## cells in the final DEF, fill, tap and decap left out
cell	n
and2b_2	1
mux2i_1	4
dlygate4sd2_1	7
o21ai_0	1
buf_4	8
nand3b_1	1
nor3_1	1
nor4b_1	1
mux4_2	2
o21a_1	2
nor2_1	1
nor3b_1	1
mux2i_4	1
nor2b_4	1
mux2_4	5
buf_2	7
o21bai_1	1
clkdlybuf4s15_2	1
diode_2	1
a211oi_2	2
clkdlybuf4s15_1	1
buf_6	4
## final timing paths
| kind | from | to | slack (ns) |
|---|---|---|---|
| setup / recovery | shft[2] | out[6] | -0.20 |
| hold / removal | shft[1] | out[6] | 1.00 |
## per-stage QoR
step | cell area, µm² | hold WS [ns]
after detailed placement | 568 | 1.71
after CTS | 534 | 1.07
after global routing | 573 | 1.06
final | 573 | 1.00
after global placement | 568 | 1.70
after floorplan | 274 | 0.702
## critical path, cell delays in order
cell and delay (ns):
buf_6 0.10, buf_6 0.12, mux2_4 0.31, mux4_2 0.45, buf_2 0.12
## logic make-up after synthesis
kind of cell           after synthesis
multiplexers                        12
AND-OR/OR-AND                        6
AND/OR/NAND/NOR                      7
buffers and inverters                3
## routing by layer
metal / part of all wire, % / GRT usage (%)
met2: 49 / 5.54
met5: 0 / 0
met4: 0 / 0
met1: 37 / 3.52
met3: 14 / 1.93
## power by group through the flow
stage,clock (W),sequential (W),combinational [W]
after CTS,0,0,0.000139
after global routing,0.0000000000891,0,0.000164
final,0.0000000000890,0,0.000150
## timing repair
item	4_1_cts	5_1_grt
endpoints found under the hold margin	0	0
gates resized	56	10
endpoints found under the setup margin	8	5
pin swaps	7	3
cloned	0	0
hold buffers	0	0
Power is estimated from default activity; no workload was simulated.
